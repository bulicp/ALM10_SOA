`run.sh`:
```
#!/bin/bash
# OpenROAD 26Q1-2900-gdf79404cd8, Yosys 0.63+post, stock flow scripts
make -C /OpenROAD-flow-scripts/flow DESIGN_CONFIG=/design/flow/config.mk WORK_HOME=/design/flow/orfs finish
```
`config.mk`:
```
export PLATFORM = sky130hd
export DESIGN_NAME = PriorityEncoder_16_old
export DESIGN_NICKNAME = PriorityEncoder_16_old
export VERILOG_FILES = /design/flow/design.v
export SDC_FILE = /design/flow/constraint.sdc
export NUM_CORES = 4
export LEC_CHECK = 1
export CORE_AREA = 10 10 70 70
export DIE_AREA = 0 0 80 80
```
`constraint.sdc`:
```
current_design PriorityEncoder_16_old

set clk_period 1.8
set clk_io_pct 0.2

create_clock -name clk0 -period $clk_period

set non_clock_inputs [all_inputs -no_clocks]
set_input_delay [expr $clk_period * $clk_io_pct] -clock clk0 $non_clock_inputs
set_output_delay [expr $clk_period * $clk_io_pct] -clock clk0 [all_outputs]
```
`design.v`:
```
`timescale 1ns / 1ps
module ALM10_SOA(
    input [15:0] x,
    input [15:0] y,
    output [31:0] p
    );
	wire [15:0] x_abs;
	wire [15:0] y_abs;
	assign x_abs = x ^ {16{x[15]}};
	assign y_abs = y ^ {16{y[15]}};
	wire [15:0] kx;
	wire zero_x;
	wire [3:0] code_x;
	LOD16 LODx (
		.data_i(x_abs),
		.zero_o(zero_x),
		.data_o(kx)
	 ); 
	PriorityEncoder_16 PEx (
		.data_i(kx),
		.code_o(code_x)
	 ); 
	wire [15:0] ky;
	wire zero_y;
	wire [3:0] code_y;
	LOD16 LODy (
		.data_i(y_abs),
		.zero_o(zero_y),
		.data_o(ky)
	 ); 
	PriorityEncoder_16 PEy (
			.data_i(ky),
			.code_o(code_y)
		 ); 
	wire [3:0] code_x_inv;
	wire [6:0] barrel_x;
	assign code_x_inv = ~code_x;
	Barrel16L BShiftx (
		.data_i(x_abs),
		.shift_i(code_x_inv),
		.data_o(barrel_x)
 	 ); 
	wire [3:0] code_y_inv;
	wire [6:0] barrel_y;
	assign code_y_inv = ~code_y;
	Barrel16L BShifty (
		.data_i(y_abs),
		.shift_i(code_y_inv),
		.data_o(barrel_y)
 	 );
	wire [9:0] op1;
	wire [9:0] op2;
	wire [19:0] L;
	wire c_in;
	assign op1 = {1'b0,code_x,barrel_x[5:1]};
	assign op2 = {1'b0,code_y,barrel_y[5:1]};
	assign c_in = barrel_x[0] & barrel_y[0];
	assign L[19:10] = op1 + op2 + c_in;
	assign L[9:0] = {10{1'b1}};
	wire [31:0] tmp_out; 
	AntiLog anti_log(
		.data_i(L),
		.data_o(tmp_out)
	);
	wire prod_sign; 
	wire [31:0] tmp_sign;
	assign prod_sign = x[15] ^ y[15];
	assign tmp_sign = {32{prod_sign}} ^ tmp_out;
	wire not_zero;
	assign not_zero = (~zero_x | x[15] | x[0]) & (~zero_y | y[15] | y[0]);
	assign p = not_zero ? tmp_sign : 32'b0;
endmodule
module AntiLog(
	input [19:0] data_i,
	output [31:0] data_o
	);
	wire [31:0] l1_in;
	wire [31:0] l1_out;
	wire [4:0] k_enc;
	wire [4:0] k_enc_inc;
	assign l1_in = {16'b0,1'b1,data_i[14:0]};
	assign k_enc = {1'b0,data_i[18:15]};
	carry_lookahead_inc inc_inst(
     .i_add1(k_enc),
     .o_result(k_enc_inc)
     );	
	Barrel32L L1shift (
		.data_i(l1_in),
		.shift_i(k_enc_inc),
		.data_o(l1_out)
 	 );
	wire [15:0] r_in;
	wire [15:0] r_out;
	wire [3:0] enc;
	assign enc = ~data_i[18:15];
	assign r_in = {1'b1,data_i[14:0]};
	Barrel16R Rshift (
		.data_i(r_in),
		.shift_i(enc),
		.data_o(r_out)
 	 );
	wire lr;
	wire [15:0] out_msb;
	assign lr = data_i[19];
	assign out_msb = {16{lr}} & l1_out[31:16];
	wire [15:0] out_lsb;
	assign out_lsb = lr ? l1_out[15:0] : r_out;
	assign data_o = {out_msb,out_lsb};
endmodule
module PriorityEncoder_16_old(
    input [15:0] data_i,
    output reg [3:0] code_o
    );
	always @*
		case (data_i)
         16'b0000000000000001 : code_o = 4'b0000;
         16'b0000000000000010 : code_o = 4'b0001;
         16'b0000000000000100 : code_o = 4'b0010;
         16'b0000000000001000 : code_o = 4'b0011;
         16'b0000000000010000 : code_o = 4'b0100;
         16'b0000000000100000 : code_o = 4'b0101;
         16'b0000000001000000 : code_o = 4'b0110;
         16'b0000000010000000 : code_o = 4'b0111;
         16'b0000000100000000 : code_o = 4'b1000;
         16'b0000001000000000 : code_o = 4'b1001;
         16'b0000010000000000 : code_o = 4'b1010;
         16'b0000100000000000 : code_o = 4'b1011;
         16'b0001000000000000 : code_o = 4'b1100;
         16'b0010000000000000 : code_o = 4'b1101;
         16'b0100000000000000 : code_o = 4'b1110;
         16'b1000000000000000 : code_o = 4'b1111;
			default     : code_o = 4'b0000;
		endcase
endmodule
module PriorityEncoder_16(
    input [15:0] data_i,
    output [3:0] code_o
    );
    wire [7:0] tmp0;
    assign tmp0 = {data_i[15],data_i[13],data_i[11],data_i[9],data_i[7],data_i[5],data_i[3],data_i[1]};
    OR_tree code0(tmp0,code_o[0]);
    wire [7:0] tmp1;
    assign tmp1 = {data_i[15],data_i[14],data_i[11],data_i[10],data_i[7],data_i[6],data_i[3],data_i[2]};
    OR_tree code1(tmp1,code_o[1]);
    wire [7:0] tmp2;
    assign tmp2 = {data_i[15],data_i[14],data_i[13],data_i[12],data_i[7],data_i[6],data_i[5],data_i[4]};
    OR_tree code2(tmp2,code_o[2]);
    wire [7:0] tmp3;
    assign tmp3 = {data_i[15],data_i[14],data_i[13],data_i[12],data_i[11],data_i[10],data_i[9],data_i[8]};
    OR_tree code3(tmp3,code_o[3]);
endmodule
module OR_tree(
    input [7:0] data_i,
    output data_o
    );
    wire [3:0] tmp1;
    wire [1:0] tmp2;
    assign tmp1 = data_i[3:0] | data_i[7:4];
    assign tmp2 = tmp1[1:0] | tmp1[3:2];
    assign data_o = tmp2[0] | tmp2[1];
endmodule
module LOD4(
    input [3:0] data_i,
    output [3:0] data_o
    );
	 wire mux0;
	 wire mux1;
	 wire mux2;
	 assign mux2 = (data_i[3]==1) ? 1'b0 : 1'b1;
	 assign mux1 = (data_i[2]==1) ? 1'b0 : mux2;
	 assign mux0 = (data_i[1]==1) ? 1'b0 : mux1;
	 assign data_o[3] = data_i[3];
	 assign data_o[2] =(mux2 & data_i[2]);
	 assign data_o[1] =(mux1 & data_i[1]);
	 assign data_o[0] =(mux0 & data_i[0]);
endmodule
module Muxes2in1Array4(
    input [3:0] data_i,
    input select_i,
    output [3:0] data_o
    );
	assign data_o[3] = select_i ? data_i[3] : 1'b0;
	assign data_o[2] = select_i ? data_i[2] : 1'b0;
	assign data_o[1] = select_i ? data_i[1] : 1'b0;
	assign data_o[0] = select_i ? data_i[0] : 1'b0;
endmodule
module LOD16(
    input [15:0] data_i,
    output zero_o,
    output [15:0] data_o
    );
	 wire [15:0] z;
	 wire [3:0] select;
	 wire [3:0] zdet;
	 assign zdet[3] = data_i[15] | data_i[14] | data_i[13] | data_i[12];
	 assign zdet[2] = data_i[11] | data_i[10] | data_i[9] | data_i[8];
	 assign zdet[1] = data_i[7] | data_i[6] | data_i[5] | data_i[4];
	 assign zdet[0] = data_i[3] | data_i[2] | data_i[1] | data_i[0];
	 assign zero_o = ~(zdet[3] | zdet[2] | zdet[1] | zdet[0]);
	 LOD4 lod4_3 (
		.data_i(data_i[15:12]), 
		.data_o(z[15:12])
	 );
	 LOD4 lod4_2 (
		.data_i(data_i[11:8]), 
		.data_o(z[11:8])
	 );
	 LOD4 lod4_1 (
		.data_i(data_i[7:4]), 
		.data_o(z[7:4])
	 );
	 LOD4 lod4_0 (
		.data_i(data_i[3:0]), 
		.data_o(z[3:0])
	 );
	 LOD4 lod4_middle (
		.data_i(zdet), 
		.data_o(select)
	 );
	 Muxes2in1Array4 Inst_MUX214_3 (
		.data_i(z[15:12]), 
		.select_i(select[3]), 
		.data_o(data_o[15:12])
    );
	 Muxes2in1Array4 Inst_MUX214_2 (
		.data_i(z[11:8]), 
		.select_i(select[2]), 
		.data_o(data_o[11:8])
    );
	 Muxes2in1Array4 Inst_MUX214_1 (
		.data_i(z[7:4]), 
		.select_i(select[1]), 
		.data_o(data_o[7:4])
    );
	 Muxes2in1Array4 Inst_MUX214_0 (
		.data_i(z[3:0]), 
		.select_i(select[0]), 
		.data_o(data_o[3:0])
    );
endmodule
module Barrel16L(
    input [15:0] data_i,
    input [3:0] shift_i,
    output [6:0] data_o
    );
   reg [15:0] tmp;
   always @*
      case (shift_i)
         4'b0000: tmp = data_i;
         4'b0001: tmp = data_i << 1;
         4'b0010: tmp = data_i << 2;
         4'b0011: tmp = data_i << 3;
         4'b0100: tmp = data_i << 4;
         4'b0101: tmp = data_i << 5;
         4'b0110: tmp = data_i << 6;
         4'b0111: tmp = data_i << 7;
         4'b1000: tmp = data_i << 8;
         4'b1001: tmp = data_i << 9;
         4'b1010: tmp = data_i << 10;
         4'b1011: tmp = data_i << 11;
         4'b1100: tmp = data_i << 12;
         4'b1101: tmp = data_i << 13;
         4'b1110: tmp = data_i << 14;
         default: tmp = data_i << 15;
      endcase
	assign data_o = tmp[15:9];
endmodule
module Barrel16R(
    input [15:0] data_i,
    input [3:0] shift_i,
    output reg [15:0] data_o
    );
   always @*
      case (shift_i)
         4'b0000: data_o = data_i;
         4'b0001: data_o = data_i >> 1;
         4'b0010: data_o = data_i >> 2;
         4'b0011: data_o = data_i >> 3;
         4'b0100: data_o = data_i >> 4;
         4'b0101: data_o = data_i >> 5;
         4'b0110: data_o = data_i >> 6;
         4'b0111: data_o = data_i >> 7;
         4'b1000: data_o = data_i >> 8;
         4'b1001: data_o = data_i >> 9;
         4'b1010: data_o = data_i >> 10;
         4'b1011: data_o = data_i >> 11;
         4'b1100: data_o = data_i >> 12;
         4'b1101: data_o = data_i >> 13;
         4'b1110: data_o = data_i >> 14;
         default: data_o = data_i >> 15;
      endcase
endmodule
module Barrel32L(
    input [31:0] data_i,
    input [4:0] shift_i,
    output reg [31:0] data_o
    );
   always @*
      case (shift_i)
         5'b00000: data_o = data_i;
         5'b00001: data_o = data_i << 1;
         5'b00010: data_o = data_i << 2;
         5'b00011: data_o = data_i << 3;
         5'b00100: data_o = data_i << 4;
         5'b00101: data_o = data_i << 5;
         5'b00110: data_o = data_i << 6;
         5'b00111: data_o = data_i << 7;
         5'b01000: data_o = data_i << 8;
         5'b01001: data_o = data_i << 9;
         5'b01010: data_o = data_i << 10;
         5'b01011: data_o = data_i << 11;
         5'b01100: data_o = data_i << 12;
         5'b01101: data_o = data_i << 13;
         5'b01110: data_o = data_i << 14;
	     5'b01111: data_o = data_i << 15;
         default:  data_o = data_i << 16;
      endcase
endmodule
module FAd(a,b,c,cy,sm);
	input a,b,c;
	output cy,sm;
	wire x,y,z;
	xor x1(x,a,b);
	xor x2(sm,x,c);
	and a1(y,a,b);
	and a2(z,x,c);
	or o1(cy,y,z);
endmodule
module carry_lookahead_inc
  (
   input [4:0] i_add1,
   output [4:0]  o_result
   );
  wire [5:0]     w_C;
  wire [4:0]   w_SUM;
  genvar  ii;
  generate 
    for (ii=0; ii<5; ii=ii+1) 
      begin: once_told
         assign w_SUM[ii] = i_add1[ii] ^ w_C[ii];
      end
  endgenerate
  genvar jj;
  generate
    for (jj=0; jj<5; jj=jj+1) 
      begin : someone
        assign w_C[jj+1] = (i_add1[jj] & w_C[jj]);
      end
  endgenerate
  assign w_C[0] = 1'b1;  
  assign o_result = w_SUM;    
endmodule  
```
==> impl_table.tex <==
% Synthesis and place-and-route results
\begin{tabular}{lr}
\hline
Metric & Value \\
\hline
\multicolumn{2}{l}{\textbf{Setup path}} \\
Critical path cell sequence & buf\_6 -> or4\_4 -> or4\_4 -> a31oi\_1 -> buf\_2 \\
Kind of end point of the critical path & output port \\
Arrival @ worst endpoint & 1.76 ns \\
Max stage delay cell, worst path & or4\_4 \\
Critical path fanouts, max & 2 \\
Worst setup path category & in2out \\
Data required, critical path & 1.44 ns \\
Cell occurring most often along the worst timing path & or4\_4 \\
Longest individual stage delay on the worst path & 0.54 ns \\
Crit path max-delay family & simple AND/OR/NAND/NOR gates \\
Startpoint Class & primary input \\
Buf/Inv on CP & 2 \\
\multicolumn{2}{l}{\textbf{Place}} \\
Port buffer count & 20 \\
Total placed cells including tap cells & 140 \\
Hpwl dp & 1.22 mm \\
Final weighted congestion of routability-driven global placement & 0.767 \\
Worst setup slack before clock tree synthesis & -1.07 ns \\
Total placed instance area & 763 um\^{}2 \\
\multicolumn{2}{l}{\textbf{Finish}} \\
Flop area & 0 um\^{}2 \\
Registers & 0 \\
Utilization after layout & 0.262 \\
Filler cell count in the final layout & 373 \\
Number of cells in the finished layout apart from fillers & 148 \\
Syn-to-layout area delta & 147\% \\
Leading cell types in the layout, fill and taps excluded & 26 x buf\_4, 7 x buf\_2, 6 x o21ai\_0, 6 x buf\_6 \\
Most frequently placed logic cell in the final layout & buf\_4 \\
Clock buffer cells & 0 \\
Area of all placed cells without fillers & 895 um\^{}2 \\
Ratio of cells with drive above 1 in the final layout & 0.608 \\
\multicolumn{2}{l}{\textbf{Synthesis}} \\
Post-synthesis sequential area ratio & 0 \\
Distinct cells, synth & 25 \\
Cell count after synthesis & 55 \\
Average cell area after synthesis & 6.60 um\^{}2 \\
Yosys stat chip area & 363 um\^{}2 \\
Netlist Area Pre-Place & 363 um\^{}2 \\
Yosys warning count & 1 \\
Cell total in the yosys stat output & 55 \\
\multicolumn{2}{l}{\textbf{Drt}} \\
Initial drt markers & 31 \\
WL/cell & 10.9 um \\
Vias/cell & 4.07 \\
Count of TritonRoute iterations in the first routing pass & 4 \\
Count of antenna diodes in the layout & 0 \\
Post-detailed-routing wire length & 1.62 mm \\
Count of vias placed by the detailed router & 603 \\
Drt drc & 0 \\
Antenna violation net count after detailed routing & 0 \\
\multicolumn{2}{l}{\textbf{Final timing}} \\
Worst slew margin relative to its limit & 0.824 \\
Final critical delay including setup and external delays & 2.12 ns \\
Setup repair after global routing missed its margin & true \\
Final Cycle Share & 1.18 \\
Final setup violation count & 3 \\
Pin slew with the least headroom to its limit & 0.260 ns \\
Slack of the critical path & -0.316 ns \\
Fmax & 0.473 GHz \\
Final hold viol count & 0 \\
Final-report max-slew violation count & 0 \\
\multicolumn{2}{l}{\textbf{GRT}} \\
Met3 global-route usage & 0.0114 \\
Vias in the first global route & 579 \\
Global route total overflow & 0 \\
Overall track demand over capacity in global routing & 0.0448 \\
Met1 usage & 0.0666 \\
Highest-utilization routing layer at the global route stage & met2 \\
Met2 global-route usage & 0.0666 \\
Wire length of the first global-routing pass & 2.49 mm \\
Largest net degree at the start of global routing & 9 \\
Initial antenna violation count & 0 \\
\multicolumn{2}{l}{\textbf{Power and ir drop}} \\
Total Power Consumption & 0.000148 W \\
Logic gate share of total power & 1.000 \\
Cell internal pwr & 0.0000811 W \\
Net switching share of the total power & 0.452 \\
Total leakage power & 0.342 nW \\
Portion of total power attributed to the clock network & 0 \\
Ratio of total power to cell area & 165 nW/um\^{}2 \\
Max IR drop VDD & 0.0000607 V \\
Sequential fraction of design power & 0 \\
Sw Pwr & 0.0000668 W \\
\multicolumn{2}{l}{\textbf{Floorplan}} \\
Area of the placeable core & 3420 um\^{}2 \\
Floorplan die area & 6400 um\^{}2 \\
Die Y & 80 um \\
Core utilization before placement & 0.106 \\
DIE WIDTH & 80 um \\
Ports placed on the boundary & 20 \\
Num rows & 21 \\
\multicolumn{2}{l}{\textbf{Hold path}} \\
Startpoint of the worst hold path & data\_i[15] \\
Worst Hold Class & in2out \\
Hold Crit Endpoint & code\_o[0] \\
Hold-critical path depth & 5 \\
\multicolumn{2}{l}{\textbf{Run status}} \\
Violations in the final reports & setup timing \\
Status & finished with violations \\
\multicolumn{2}{l}{\textbf{Clocking}} \\
Total of hold buffers inserted after clock tree synthesis & 0 \\
\multicolumn{2}{l}{\textbf{Flow run}} \\
Max-cap violations & 0 \\
Total tool warning count & 35 \\
\hline
\end{tabular}
[cell usage after synthesis]
| cell | instances | area, um^2 |
|---|---|---|
| o21ai_0 | 9 | 45.0 |
| nor2_1 | 6 | 22.5 |
| nor4b_1 | 5 | 43.8 |
| xor2_1 | 4 | 35.0 |
| nand2_1 | 3 | 11.3 |
| nor4_1 | 3 | 18.8 |
| a21oi_1 | 2 | 10.0 |
| nand2b_1 | 2 | 12.5 |
| nand3_1 | 2 | 10.0 |
| nor3_1 | 2 | 10.0 |
| or4_4 | 2 | 22.5 |
| or4b_2 | 2 | 20.0 |
| a2111oi_0 | 1 | 8.76 |
| a211o_1 | 1 | 8.76 |
| a22o_1 | 1 | 8.76 |
| a31oi_1 | 1 | 6.26 |
| buf_6 | 1 | 11.3 |
| clkbuf_1 | 1 | 3.75 |
| nand4_1 | 1 | 6.26 |
| nand4b_1 | 1 | 8.76 |
| o211ai_1 | 1 | 7.51 |
| o21ai_1 | 1 | 5.00 |
| o22a_1 | 1 | 8.76 |
| o32ai_1 | 1 | 8.76 |
| xnor2_1 | 1 | 8.76 |
[power by group through the flow]
stage / Combinational, W / Sequential [W] / Clock, W
CTS: 0.000136 / 0 / 0
global route: 0.000159 / 0 / 0
finish: 0.000148 / 0 / 0
[worst min-delay path: stages]
cell     delay (ns)
buf_6          0.07
or4_4          0.12
or4_4          0.12
o21ai_2        0.04
buf_2          0.10
[cells by family (layout without fill, tap and decap cells)]
logic type | after synthesis | in the layout | share of synthesized area
compound gates | 19 | 19 | 0.324
xor+xnor | 5 | 5 | 0.121
buf+inv | 2 | 49 | 0.0414
simple gates | 29 | 29 | 0.514
[worst max-delay path by stage]
stage / cells after the start / from / endpoint
global route: 5 / data_i[12] / code_o[3]
CTS: 5 / data_i[15] / code_o[3]
finish: 5 / data_i[12] / code_o[3]
[stage by stage]
step | setup TNS, ns | hold WS (ns)
after floorplan | -0.163 | 0.833
after global placement | -4.09 | 1.80
after detailed placement | -4.07 | 1.80
after CTS | -1.12 | 1.19
after global routing | -1.06 | 1.22
final | -0.783 | 1.18
[metal layers]
metal	part of all wire	wire length [um]
met1	0.54	869
met2	0.40	645
met3	0.064	104
met4	0	0
met5	0	0
[final cells by class]
cell class / count / area (um^2) / area share
timing repair buffer: 49 / 387 / 0.432
tap: 46 / 57.6 / 0.0643
multi-input combinational: 53 / 450 / 0.503
[timing repair]
action / in CTS / in global routing
gates cloned: 0 / 0
gates resized: 82 / 16
pin swaps: 17 / 14
setup endpoints to repair: 4 / 4
setup buffers: 5 / 3
No activity file was given, so power comes from the tool's default toggle rates.
