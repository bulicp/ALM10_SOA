==> flow/design.v <==
`timescale 1ns / 1ps
module ALM10_SOA(
    input [15:0] x,
    input [15:0] y,
    output [31:0] p
    );
	wire [15:0] x_abs;
	wire [15:0] y_abs;
	assign x_abs = x ^ {16{x[15]}};
	assign y_abs = y ^ {16{y[15]}};
	wire [15:0] kx;
	wire zero_x;
	wire [3:0] code_x;
	LOD16 LODx (
		.data_i(x_abs),
		.zero_o(zero_x),
		.data_o(kx)
	 ); 
	PriorityEncoder_16 PEx (
		.data_i(kx),
		.code_o(code_x)
	 ); 
	wire [15:0] ky;
	wire zero_y;
	wire [3:0] code_y;
	LOD16 LODy (
		.data_i(y_abs),
		.zero_o(zero_y),
		.data_o(ky)
	 ); 
	PriorityEncoder_16 PEy (
			.data_i(ky),
			.code_o(code_y)
		 ); 
	wire [3:0] code_x_inv;
	wire [6:0] barrel_x;
	assign code_x_inv = ~code_x;
	Barrel16L BShiftx (
		.data_i(x_abs),
		.shift_i(code_x_inv),
		.data_o(barrel_x)
 	 ); 
	wire [3:0] code_y_inv;
	wire [6:0] barrel_y;
	assign code_y_inv = ~code_y;
	Barrel16L BShifty (
		.data_i(y_abs),
		.shift_i(code_y_inv),
		.data_o(barrel_y)
 	 );
	wire [9:0] op1;
	wire [9:0] op2;
	wire [19:0] L;
	wire c_in;
	assign op1 = {1'b0,code_x,barrel_x[5:1]};
	assign op2 = {1'b0,code_y,barrel_y[5:1]};
	assign c_in = barrel_x[0] & barrel_y[0];
	assign L[19:10] = op1 + op2 + c_in;
	assign L[9:0] = {10{1'b1}};
	wire [31:0] tmp_out; 
	AntiLog anti_log(
		.data_i(L),
		.data_o(tmp_out)
	);
	wire prod_sign; 
	wire [31:0] tmp_sign;
	assign prod_sign = x[15] ^ y[15];
	assign tmp_sign = {32{prod_sign}} ^ tmp_out;
	wire not_zero;
	assign not_zero = (~zero_x | x[15] | x[0]) & (~zero_y | y[15] | y[0]);
	assign p = not_zero ? tmp_sign : 32'b0;
endmodule
module AntiLog(
	input [19:0] data_i,
	output [31:0] data_o
	);
	wire [31:0] l1_in;
	wire [31:0] l1_out;
	wire [4:0] k_enc;
	wire [4:0] k_enc_inc;
	assign l1_in = {16'b0,1'b1,data_i[14:0]};
	assign k_enc = {1'b0,data_i[18:15]};
	carry_lookahead_inc inc_inst(
     .i_add1(k_enc),
     .o_result(k_enc_inc)
     );	
	Barrel32L L1shift (
		.data_i(l1_in),
		.shift_i(k_enc_inc),
		.data_o(l1_out)
 	 );
	wire [15:0] r_in;
	wire [15:0] r_out;
	wire [3:0] enc;
	assign enc = ~data_i[18:15];
	assign r_in = {1'b1,data_i[14:0]};
	Barrel16R Rshift (
		.data_i(r_in),
		.shift_i(enc),
		.data_o(r_out)
 	 );
	wire lr;
	wire [15:0] out_msb;
	assign lr = data_i[19];
	assign out_msb = {16{lr}} & l1_out[31:16];
	wire [15:0] out_lsb;
	assign out_lsb = lr ? l1_out[15:0] : r_out;
	assign data_o = {out_msb,out_lsb};
endmodule
module PriorityEncoder_16_old(
    input [15:0] data_i,
    output reg [3:0] code_o
    );
	always @*
		case (data_i)
         16'b0000000000000001 : code_o = 4'b0000;
         16'b0000000000000010 : code_o = 4'b0001;
         16'b0000000000000100 : code_o = 4'b0010;
         16'b0000000000001000 : code_o = 4'b0011;
         16'b0000000000010000 : code_o = 4'b0100;
         16'b0000000000100000 : code_o = 4'b0101;
         16'b0000000001000000 : code_o = 4'b0110;
         16'b0000000010000000 : code_o = 4'b0111;
         16'b0000000100000000 : code_o = 4'b1000;
         16'b0000001000000000 : code_o = 4'b1001;
         16'b0000010000000000 : code_o = 4'b1010;
         16'b0000100000000000 : code_o = 4'b1011;
         16'b0001000000000000 : code_o = 4'b1100;
         16'b0010000000000000 : code_o = 4'b1101;
         16'b0100000000000000 : code_o = 4'b1110;
         16'b1000000000000000 : code_o = 4'b1111;
			default     : code_o = 4'b0000;
		endcase
endmodule
module PriorityEncoder_16(
    input [15:0] data_i,
    output [3:0] code_o
    );
    wire [7:0] tmp0;
    assign tmp0 = {data_i[15],data_i[13],data_i[11],data_i[9],data_i[7],data_i[5],data_i[3],data_i[1]};
    OR_tree code0(tmp0,code_o[0]);
    wire [7:0] tmp1;
    assign tmp1 = {data_i[15],data_i[14],data_i[11],data_i[10],data_i[7],data_i[6],data_i[3],data_i[2]};
    OR_tree code1(tmp1,code_o[1]);
    wire [7:0] tmp2;
    assign tmp2 = {data_i[15],data_i[14],data_i[13],data_i[12],data_i[7],data_i[6],data_i[5],data_i[4]};
    OR_tree code2(tmp2,code_o[2]);
    wire [7:0] tmp3;
    assign tmp3 = {data_i[15],data_i[14],data_i[13],data_i[12],data_i[11],data_i[10],data_i[9],data_i[8]};
    OR_tree code3(tmp3,code_o[3]);
endmodule
module OR_tree(
    input [7:0] data_i,
    output data_o
    );
    wire [3:0] tmp1;
    wire [1:0] tmp2;
    assign tmp1 = data_i[3:0] | data_i[7:4];
    assign tmp2 = tmp1[1:0] | tmp1[3:2];
    assign data_o = tmp2[0] | tmp2[1];
endmodule
module LOD4(
    input [3:0] data_i,
    output [3:0] data_o
    );
	 wire mux0;
	 wire mux1;
	 wire mux2;
	 assign mux2 = (data_i[3]==1) ? 1'b0 : 1'b1;
	 assign mux1 = (data_i[2]==1) ? 1'b0 : mux2;
	 assign mux0 = (data_i[1]==1) ? 1'b0 : mux1;
	 assign data_o[3] = data_i[3];
	 assign data_o[2] =(mux2 & data_i[2]);
	 assign data_o[1] =(mux1 & data_i[1]);
	 assign data_o[0] =(mux0 & data_i[0]);
endmodule
module Muxes2in1Array4(
    input [3:0] data_i,
    input select_i,
    output [3:0] data_o
    );
	assign data_o[3] = select_i ? data_i[3] : 1'b0;
	assign data_o[2] = select_i ? data_i[2] : 1'b0;
	assign data_o[1] = select_i ? data_i[1] : 1'b0;
	assign data_o[0] = select_i ? data_i[0] : 1'b0;
endmodule
module LOD16(
    input [15:0] data_i,
    output zero_o,
    output [15:0] data_o
    );
	 wire [15:0] z;
	 wire [3:0] select;
	 wire [3:0] zdet;
	 assign zdet[3] = data_i[15] | data_i[14] | data_i[13] | data_i[12];
	 assign zdet[2] = data_i[11] | data_i[10] | data_i[9] | data_i[8];
	 assign zdet[1] = data_i[7] | data_i[6] | data_i[5] | data_i[4];
	 assign zdet[0] = data_i[3] | data_i[2] | data_i[1] | data_i[0];
	 assign zero_o = ~(zdet[3] | zdet[2] | zdet[1] | zdet[0]);
	 LOD4 lod4_3 (
		.data_i(data_i[15:12]), 
		.data_o(z[15:12])
	 );
	 LOD4 lod4_2 (
		.data_i(data_i[11:8]), 
		.data_o(z[11:8])
	 );
	 LOD4 lod4_1 (
		.data_i(data_i[7:4]), 
		.data_o(z[7:4])
	 );
	 LOD4 lod4_0 (
		.data_i(data_i[3:0]), 
		.data_o(z[3:0])
	 );
	 LOD4 lod4_middle (
		.data_i(zdet), 
		.data_o(select)
	 );
	 Muxes2in1Array4 Inst_MUX214_3 (
		.data_i(z[15:12]), 
		.select_i(select[3]), 
		.data_o(data_o[15:12])
    );
	 Muxes2in1Array4 Inst_MUX214_2 (
		.data_i(z[11:8]), 
		.select_i(select[2]), 
		.data_o(data_o[11:8])
    );
	 Muxes2in1Array4 Inst_MUX214_1 (
		.data_i(z[7:4]), 
		.select_i(select[1]), 
		.data_o(data_o[7:4])
    );
	 Muxes2in1Array4 Inst_MUX214_0 (
		.data_i(z[3:0]), 
		.select_i(select[0]), 
		.data_o(data_o[3:0])
    );
endmodule
module Barrel16L(
    input [15:0] data_i,
    input [3:0] shift_i,
    output [6:0] data_o
    );
   reg [15:0] tmp;
   always @*
      case (shift_i)
         4'b0000: tmp = data_i;
         4'b0001: tmp = data_i << 1;
         4'b0010: tmp = data_i << 2;
         4'b0011: tmp = data_i << 3;
         4'b0100: tmp = data_i << 4;
         4'b0101: tmp = data_i << 5;
         4'b0110: tmp = data_i << 6;
         4'b0111: tmp = data_i << 7;
         4'b1000: tmp = data_i << 8;
         4'b1001: tmp = data_i << 9;
         4'b1010: tmp = data_i << 10;
         4'b1011: tmp = data_i << 11;
         4'b1100: tmp = data_i << 12;
         4'b1101: tmp = data_i << 13;
         4'b1110: tmp = data_i << 14;
         default: tmp = data_i << 15;
      endcase
	assign data_o = tmp[15:9];
endmodule
module Barrel16R(
    input [15:0] data_i,
    input [3:0] shift_i,
    output reg [15:0] data_o
    );
   always @*
      case (shift_i)
         4'b0000: data_o = data_i;
         4'b0001: data_o = data_i >> 1;
         4'b0010: data_o = data_i >> 2;
         4'b0011: data_o = data_i >> 3;
         4'b0100: data_o = data_i >> 4;
         4'b0101: data_o = data_i >> 5;
         4'b0110: data_o = data_i >> 6;
         4'b0111: data_o = data_i >> 7;
         4'b1000: data_o = data_i >> 8;
         4'b1001: data_o = data_i >> 9;
         4'b1010: data_o = data_i >> 10;
         4'b1011: data_o = data_i >> 11;
         4'b1100: data_o = data_i >> 12;
         4'b1101: data_o = data_i >> 13;
         4'b1110: data_o = data_i >> 14;
         default: data_o = data_i >> 15;
      endcase
endmodule
module Barrel32L(
    input [31:0] data_i,
    input [4:0] shift_i,
    output reg [31:0] data_o
    );
   always @*
      case (shift_i)
         5'b00000: data_o = data_i;
         5'b00001: data_o = data_i << 1;
         5'b00010: data_o = data_i << 2;
         5'b00011: data_o = data_i << 3;
         5'b00100: data_o = data_i << 4;
         5'b00101: data_o = data_i << 5;
         5'b00110: data_o = data_i << 6;
         5'b00111: data_o = data_i << 7;
         5'b01000: data_o = data_i << 8;
         5'b01001: data_o = data_i << 9;
         5'b01010: data_o = data_i << 10;
         5'b01011: data_o = data_i << 11;
         5'b01100: data_o = data_i << 12;
         5'b01101: data_o = data_i << 13;
         5'b01110: data_o = data_i << 14;
	     5'b01111: data_o = data_i << 15;
         default:  data_o = data_i << 16;
      endcase
endmodule
module FAd(a,b,c,cy,sm);
	input a,b,c;
	output cy,sm;
	wire x,y,z;
	xor x1(x,a,b);
	xor x2(sm,x,c);
	and a1(y,a,b);
	and a2(z,x,c);
	or o1(cy,y,z);
endmodule
module carry_lookahead_inc
  (
   input [4:0] i_add1,
   output [4:0]  o_result
   );
  wire [5:0]     w_C;
  wire [4:0]   w_SUM;
  genvar  ii;
  generate 
    for (ii=0; ii<5; ii=ii+1) 
      begin: once_told
         assign w_SUM[ii] = i_add1[ii] ^ w_C[ii];
      end
  endgenerate
  genvar jj;
  generate
    for (jj=0; jj<5; jj=jj+1) 
      begin : someone
        assign w_C[jj+1] = (i_add1[jj] & w_C[jj]);
      end
  endgenerate
  assign w_C[0] = 1'b1;  
  assign o_result = w_SUM;    
endmodule  
`timescale 1ns / 10ps
module mult_top(
    input clk,
    input  [15:0] x,
    input  [15:0] y,
    output reg [31:0] p_out
    );
    wire [31:0] P_vec;
    reg [15:0] X_vec;
    reg [15:0] Y_vec;
    ALM10_SOA mult(X_vec,Y_vec,P_vec); 
    always @(posedge clk) 
    begin
        p_out = P_vec;
        X_vec = x;
        Y_vec = y;
    end
endmodule 
==> flow/run.sh <==
#!/bin/bash
# OpenROAD 26Q1-2900-gdf79404cd8, Yosys 0.63+post, stock flow scripts
make -C /OpenROAD-flow-scripts/flow DESIGN_CONFIG=/design/flow/config.mk WORK_HOME=/design/flow/orfs finish
==> flow/config.mk <==
export PLATFORM = sky130hd
export DESIGN_NAME = mult_top
export DESIGN_NICKNAME = mult_top
export VERILOG_FILES = /design/flow/design.v
export SDC_FILE = /design/flow/constraint.sdc
export NUM_CORES = 4
export LEC_CHECK = 1
export CORE_UTILIZATION = 50
==> flow/constraint.sdc <==
current_design mult_top

set clk_period 14.4
set clk_io_pct 0.2

create_clock -name clk0 -period $clk_period [get_ports {clk}]

set non_clock_inputs [all_inputs -no_clocks]
set_input_delay [expr $clk_period * $clk_io_pct] -clock clk0 $non_clock_inputs
set_output_delay [expr $clk_period * $clk_io_pct] -clock clk0 [all_outputs]
==> run summary <==
Item: results of the latest flow run.

- Of the post-synthesis cell area, the part taken by muxes is 0.0790.
- Setup repair after global routing left no endpoint under its margin.
- The number of placement rows is between 40 and 50.
- The chip footprint is 14,500 sq um.
- The global-route usage over all layers is 0.317.
- The final setup slack of the worst path is roughly 5 ns.
- The number of maximum-capacitance violations is 0.
- The total clock sinks is between 60 and 70.
- Per the placement report, the placed cell count is about 1,100.
- The TritonCTS clock tree is yes.
- The share of the core filled with cells in the final layout is 0.586.
- The final standard cell count with taps included and fillers excluded is between 1,000 and 1,500.
- The first global-routing pass estimated approximately 36,000 um of wire.
- The largest area contributor in the netlist is sky130_fd_sc_hd__dfxtp_1.
- Synthesis produced 960 cells.
- The area fraction in compound gates after synthesis is 0.382.
- For this block, the via count after detailed routing is just under 8,000.
- The number of storage elements in the synthesis netlist is about 64.
- The sum of net half-perimeters after detailed placement is 15,800 um.
- The start point of the critical path is X_vec[15].
- According to the timing report, the data required time at the worst endpoint equals between 10 and 15 ns.
- From left edge to right edge, the die measures ~120 um.
- The placement stage leaves a total instance area of ~7600 sq um.
- The tree is rooted in a sky130_fd_sc_hd__clkbuf_16.
- The detail route stage leaves a number of antenna-violating nets equal to 0.
- The via count of the first global-routing pass is 6,703.
- The pre-CTS setup slack is roughly 5.4 ns.
- The cell-mix breakdown from Yosys lists the XOR/XNOR area share as 0.0440.
- The layout overhead on the synthesized area is 12.2%.
- Sorting the synthesized cells by area gives the leading types as sky130_fd_sc_hd__dfxtp_1 (18%), sky130_fd_sc_hd__mux2i_1 (6.7%), sky130_fd_sc_hd__a21oi_1 (4.9%), sky130_fd_sc_hd__nor2_1 (4.9%), sky130_fd_sc_hd__nand2_1 (4.6%).
- For this run, the slowest stage of the critical path takes between 0.7 and 0.8 ns.
- The share of the synthesized area in the top cell type is 0.182.
- The path class of the lowest-slack min-delay path is flop to flop.
- For reference, the final report shows the hold violation count at 0.
- Yosys reports a chip area of about 7000 sq um.
- The library cell contributing the largest single delay on the critical path is sky130_fd_sc_hd__xor2_1.
- The script reports the combined buffer and inverter count of the critical path as 2.
- The category of cells accounting for the largest share of critical-path delay is simple AND/OR/NAND/NOR gates.
- After detailed routing, the number of vias per cell comes to approximately 6.9.
- Gates resized during post-CTS repair numbered 0.
- The startpoint of the worst register-to-register path is X_vec[15].
- After its last routability iteration, the placer logged a weighted congestion of 1.03.
- Derived from the worst setup path, the maximum achievable clock frequency is ~110 MHz.
- From bottom edge to top edge, the die measures 121 um.
- Entering global routing, the biggest net connects approximately 73 pins.
- For this design, Yosys synthesis ends with a cell count of around 960.
- The relative slew slack is 0.366.
- The clock-pin slew on the worst setup and hold paths is about 0.06 ns.
- The footprint of the multi-input gates is 5230 sq um.
- The number of endpoints failing setup at the final stage is 0.
- The synthesized-area fraction occupied by adder cells is 0.0199.
- The pre-placement core utilization is 0.522.
- After synthesis, the share of flip-flops with an asynchronous set or reset is 0.
- The count of inserted antenna diode cells is 0.
- The register area share after synthesis is 0.182.
- The iteration count of the initial detailed-routing pass is 7.
- The number of post-CTS setup repair buffers is 0.
- The simple-gate area share of the yosys netlist is 0.219.
- For reference, the most critical setup path is categorized as flop to flop.
- The H-tree was split into 3 levels.
- The capturing element type of the critical path is a flop.
- The worst path in the final design needs a cycle of roughly 9.4 ns, including I/O delays and setup.
- The highest supply drop recorded on VDD is 105 uV.
- Input and output buffers added on the ports amount to about 64.
- The initial antenna violation count is 0.
- Total power normalized to cell area comes to between 150 and 200 nW/um^2.
- Yosys mapped the design onto between 90 and 100 distinct sky130hd cell types.
- A synthesized cell averages 7.32 sq um.
- The arrival time at the worst endpoint is around 9.6 ns.
- In this run the tools logged warnings totalling 27.
- STA lists the maximum fanout along the critical path as 72.
- The final count of pins violating max slew is 0.
- The number of ports placed on the die boundary is between 60 and 70.
- Per the OpenROAD power report, leakage power amounts to about 2.9 nW.
- The overall routed net length is 22,500 um.
- The most frequently used flop master after synthesis is sky130_fd_sc_hd__dfxtp_1.
- The number of enable flip-flop cells is 0.
- The startpoint of the worst hold path is X_vec[1].
- After global routing the overflow that remains totals 0.
- After routing, the total negative slack on setup checks comes to 0 ns.
- The kind of launch point of the worst setup path is a flop.
- The post-synthesis instance area is between 7000 and 8000 sq um.
- The region available for standard cell placement spans 13,500 sq um.
- The routed design shows a wire length per standard cell of just under 20 um.
- The residual DRC count is 0.
- The post-cts hold-fix buffer tally is 0.
- Per the TritonCTS log, the buffer count is 9.
- Post-route period utilization is reported as 0.651.
- The summed area of non-filler cells in the final layout is 7890 sq um.
- The maximum buffer depth of the clock tree is 2.
- The worst-case clock skew is 0.00902 ns.
- The final layout report lists a filler cell count of between 1,000 and 1,500.
- Summing all flip-flop and latch instances after layout gives 1280 sq um.
- During synthesis, Yosys emitted a total of 4 warnings.
- The pin slew with the least headroom to its limit is 0.948 ns.
- The flow ran to the end, and the final reports show no timing, DRC or antenna violations.
- The number of DRC violations after detailed-routing iteration 0 is 1,016.
- The latest clock arrival within the worst-skew pair is 0.34 ns.
- The biggest combinational cell group after synthesis is AND-OR/OR-AND gates.
- The share of post-route cells with drive strength above 1 is 0.0868.
-- tightest hold or removal path, stage by stage (launching register included) --
cell and delay, ns:
sky130_fd_sc_hd__dfxtp_1 0.71, sky130_fd_sc_hd__o41ai_2 0.17, sky130_fd_sc_hd__buf_4 0.18, sky130_fd_sc_hd__nor2_1 0.10
-- routing by layer --
metal  up-vias  GRT usage  part of all wire  wire length [um]
li1       3663          -                 -                 -
met1      3653      0.500              0.45             10200
met2       460      0.464              0.43              9610
met3        39     0.0515              0.10              2250
met4         0     0.0532             0.019               424
met5         -          0                 0                 0
-- synth_stat cells (9+ instances only) --
library cell               instances
sky130_fd_sc_hd__xnor2_1          12
sky130_fd_sc_hd__nor3_1           22
sky130_fd_sc_hd__nand3_1          23
sky130_fd_sc_hd__nand2_1          86
sky130_fd_sc_hd__xor2_1           18
sky130_fd_sc_hd__o221ai_1         15
sky130_fd_sc_hd__inv_1            18
sky130_fd_sc_hd__buf_1            10
sky130_fd_sc_hd__buf_2             9
sky130_fd_sc_hd__a211oi_1         17
sky130_fd_sc_hd__and2_1           10
sky130_fd_sc_hd__clkbuf_1         70
sky130_fd_sc_hd__a21oi_1          69
sky130_fd_sc_hd__o211ai_1         17
sky130_fd_sc_hd__o21ai_0          59
sky130_fd_sc_hd__a22oi_1           9
sky130_fd_sc_hd__a221o_1          15
sky130_fd_sc_hd__a31oi_1          23
sky130_fd_sc_hd__nor2b_1          10
sky130_fd_sc_hd__o22ai_1          17
sky130_fd_sc_hd__mux2i_1          47
sky130_fd_sc_hd__nand2b_1         11
sky130_fd_sc_hd__dfxtp_1          64
sky130_fd_sc_hd__a221oi_1         21
sky130_fd_sc_hd__nor2_1           91
sky130_fd_sc_hd__or3_1            11
-- logic make-up after synthesis --
group	count (synthesis)
AOI/OAI and AO/OA	367
and+or+nand+nor	313
buffers and inverters	120
DFF	64
muxes	54
xor gates and xnor gates	32
adders and majority gates	10
-- power breakdown --
part	switching, mW	internal [mW]	leakage (nW)
combinational	0.399	0.289	2.19
clock	0.0890	0.153	0.161
sequential	0.0296	0.225	0.540
total	0.518	0.667	2.89
-- area by class of cell --
cell class | count | share of cell area
multi-input combinational | 776 | 0.663
sequential | 64 | 0.163
timing repair buffer | 77 | 0.0936
clock buffer | 9 | 0.0285
tap | 176 | 0.0279
clock inverter | 7 | 0.0127
inverter | 23 | 0.0113
-- sequential cells by signal, summed over array words and instances (netlist names) --
register	count
X_vec	16
p_out	32
Y_vec	16
-- final timing paths --
kind	to	slack (ns)	cells after the start
worst max register to register	p_out[14]	5.02	28
worst min-delay path	p_out[28]	1.18	3
worst min register to register	p_out[28]	1.18	3
worst max-delay path	p_out[14]	5.02	28
-- cells in the final DEF (no fill, tap or decap), types with 9 or more instances in the layout --
cell type and n:
sky130_fd_sc_hd__clkbuf_16 9, sky130_fd_sc_hd__nor2b_1 10, sky130_fd_sc_hd__a31oi_1 23, sky130_fd_sc_hd__o21ai_0 59, sky130_fd_sc_hd__clkdlybuf4s50_1 64, sky130_fd_sc_hd__nor2_1 91, sky130_fd_sc_hd__a21oi_1 69, sky130_fd_sc_hd__xnor2_1 12
sky130_fd_sc_hd__nor3_1 22, sky130_fd_sc_hd__a211oi_1 16, sky130_fd_sc_hd__nand2b_1 11, sky130_fd_sc_hd__buf_4 13, sky130_fd_sc_hd__nand2_1 86, sky130_fd_sc_hd__or3_1 11, sky130_fd_sc_hd__and2_1 10, sky130_fd_sc_hd__mux2i_1 47
sky130_fd_sc_hd__a22oi_1 9, sky130_fd_sc_hd__a221oi_1 21, sky130_fd_sc_hd__nand3_1 23, sky130_fd_sc_hd__dfxtp_1 63, sky130_fd_sc_hd__xor2_1 18, sky130_fd_sc_hd__inv_1 18, sky130_fd_sc_hd__o221ai_1 15, sky130_fd_sc_hd__o211ai_1 17
sky130_fd_sc_hd__o22ai_1 17, sky130_fd_sc_hd__a221o_1 15
-- metrics by stage --
stage | hold slack, ns | power, mW
3_5_place_dp | 1.16 | 0.923
4_1_cts | 1.18 | 1.17
2_1_floorplan | 0.777 | 0.710
3_3_place_gp | 1.14 | 0.927
5_1_grt | 1.24 | 1.26
6_report | 1.18 | 1.19
Power figures rest on the tool's default switching activity, not on a simulated workload.
